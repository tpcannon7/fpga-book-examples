[flow/config.mk]
export PLATFORM = sky130hd
export DESIGN_NAME = prog_sqr_wave
export DESIGN_NICKNAME = prog_sqr_wave
export VERILOG_FILES = /design/flow/design.v
export SDC_FILE = /design/flow/constraint.sdc
export NUM_CORES = 4
export LEC_CHECK = 1
export CORE_AREA = 10 10 95 95
export DIE_AREA = 0 0 105 105
[flow/design.v]
`timescale 1ns / 1ps
module prog_sqr_wave (
    input logic clk,
    input logic rst,
    input logic [3:0] m,
    input logic [3:0] n,
    output logic out
);
  logic [11:0] count_reg, count_next, total_period, high_duration;
  assign high_duration = m * 10;
  assign total_period  = (m + n) * 10;
  always_ff @(posedge clk) begin
    if (rst) begin
      count_reg <= 0;
    end else begin
      count_reg <= count_next;
    end
  end
  assign count_next = (count_reg >= total_period - 1) ? 0 : count_reg + 1;
  assign out = (count_reg < high_duration);
endmodule
[flow/constraint.sdc]
current_design prog_sqr_wave

set clk_period 6.7
set clk_io_pct 0.2

create_clock -name clk0 -period $clk_period [get_ports {clk}]

set non_clock_inputs [all_inputs -no_clocks]
set_input_delay [expr $clk_period * $clk_io_pct] -clock clk0 $non_clock_inputs
set_output_delay [expr $clk_period * $clk_io_pct] -clock clk0 [all_outputs]
[flow/run.sh]
#!/bin/bash
# OpenROAD 26Q1-2900-gdf79404cd8, Yosys 0.63+post, stock flow scripts
make -C /OpenROAD-flow-scripts/flow DESIGN_CONFIG=/design/flow/config.mk WORK_HOME=/design/flow/orfs finish
==> results_slide.txt <==
Run Summary

Status
  • Status: finished, final reports clean

Synth
  • Largest type area fraction: 0.265
  • Yosys cell types: 40
  • Synth top cells by count: ha_1, xnor2_1, dfxtp_1
  • Post-synth seq share: 0.159
  • Synth flops: 12
  • Syn avg cell area: 9.20 um^2
  • Flip-flops with a built-in enable: 0
  • Biggest area cells: ha_1, dfxtp_1, xnor2_1, nor3_2, fa_1
  • Top-count cell post-synth: ha_1
  • Yosys stat cell total: 164
  • Synthesized area: 1510 um^2
  • Dominant flop cell: dfxtp_1
  • Yosys Chip Area: 1510 um^2
  • Post-synth top area cell: ha_1
  • Ys async rst share: 0
  • Ys Warns: 1
  • Post-synthesis cell count: 164

Flow run
  • OpenROAD warning count: 25
  • Max-Cap Viols: 0

Detailed routing
  • First-pass DRT Iterations: 4
  • Detail Route Antenna Nets: 0
  • Vias post-DR: 1194
  • DRT Wirelength: 2.97 mm
  • ANT cells: 0
  • Post-DR wirelength/cell: 10.9 um
  • First-iteration detailed-routing DRC count: 40
  • Drt via density: 4.37
  • Post-route DRC: 0

Clock network
  • Hold buffer count at cts: 0
  • PostCTS Resize Cnt: 0
  • Clock tree sinks: 12
  • H-tree depth: 1
  • CTS buffer count: 3
  • Clock latency (worst-skew pair): 0.24 ns
  • Max Root-Sink Buffers: 2
  • Root Driver: clkbuf_8
  • Post-CTS setup buffers: 0
  • Clk slew on worst S/H paths: 0.06 ns
  • CTS tree: built

Pwr
  • Power Dens Cells: 171 nW/um^2
  • Peak VDD IR: 0.0000531 V
  • Leak pwr: 0.000772 uW

Critical path
  • Element type at the critical path end: flop
  • Type of the worst setup path: input pin to flop
  • Worst Setup Start Kind: input pin
  • Crit Path Max Fanout: 12
  • Critical path required time: 6.86 ns
  • Worst Path Arrival: 6.07 ns

Timing
  • Rel. slew slack: 0.578
  • Worst Tran Pin Value: 0.631 ns
  • Final setup violation count: 0
  • Hold Vio Cnt, Final: 0
  • Maximum clock frequency: 169 MHz
  • Unrepaired setup endpoints after global routing: false
  • Final Critical Period: 5.91 ns
  • TNS Setup: 0 ns
  • Final count of pins violating max slew: 0
  • Clk_skew: 0.00535 ns
  • Cycle use final: 0.882
  • Worst hold margin: 0.516 ns

Global route
  • Largest net degree at the start of global routing: 13
  • Initial antenna violation count: 0
  • All-Layer GR Usage: 0.0564
  • Global-route wire length before repair: 5.49 mm
  • GRT overflow: 0
  • Vias in the first global route: 1198

Placement
  • Routability cong.: 0.857
  • Area after DPL: 1720 um^2
  • Placed cells: 269
  • Port bufs: 10
  • Detailed Place HPWL: 2.42 mm

Cells and area
  • Synth-to-Final Area Change: 17.3%
  • Non-Filler Instances: 273
  • Share of cells above drive strength 1: 0.107
  • Final Util: 0.256
  • Max reg flops: 12
  • Post-route design area: 1770 um^2

Die
  • CORE AREA: 6910 um^2
  • Core Rows: 30
  • Die area: 11000 um^2
  • I/O pin count: 11
  • Die Span X: 105 um
  • FP Util: 0.218
  • Die Y: 105 um

Worst hold path
  • Hold Path Class: flop to flop
area by class of cell:
cell class / count / area (um^2)
inverters: 9 / 33.8
well taps: 96 / 120
clock buffers: 4 / 55.1
fillers: 761 / 5140
flip-flops and latches: 12 / 240
repair buffers: 11 / 108
multi-input cells: 141 / 1210
placed cells by master, fill, tap and decap left out, types with 2 or more instances in the layout:
cell type / instances
a21o_1: 8
a21oi_1: 6
and3_1: 2
clkbuf_8: 4
clkdlybuf4s50_1: 10
dfxtp_1: 12
fa_1: 3
ha_1: 32
inv_1: 9
nand2_1: 8
nand2b_1: 3
nand3_1: 8
nand4_1: 3
nor2_1: 8
nor3_1: 5
nor3_2: 10
o21a_1: 2
xnor2_1: 16
xor2_1: 6
cells by family (layout without fill, tap and decap cells):
family	count (synthesis)	count (layout)	share of synthesized area
and+or+nand+nor	53	53	0.209
adders and majority gates	35	35	0.305
DFF	12	12	0.159
buffers and inverters	11	24	0.0365
AOI/OAI and AO/OA	30	30	0.156
xor gates and xnor gates	22	22	0.128
muxes	1	1	0.00663
per-stage QoR:
stage	setup slack, ns	total power, uW
2_1_floorplan	1.37	195
3_3_place_gp	0.639	224
3_5_place_dp	0.540	225
4_1_cts	0.805	306
5_1_grt	0.385	332
6_report	0.790	302
final timing paths:
kind | start | endpoint | slack (ns) | cells past startpoint
worst min register to register | count_reg[0] | count_reg[0] | 0.52 | 1
worst max register to register | count_reg[7] | count_reg[10] | 4.59 | 8
worst max-delay path | m[0] | count_reg[10] | 0.79 | 18
worst min-delay path | count_reg[0] | count_reg[0] | 0.52 | 1
routing by layer:
layer  vias to the layer above  global-route usage  share of wire
li1                        629                   -              -
met1                       546              0.0856           0.57
met2                        17              0.0850           0.39
met3                         2             0.00870          0.026
met4                         0             0.00392         0.0091
met5                         -                   0              0
power by group:
group	leakage (uW)	internal, uW	switching, uW
Combinational	0.000646	68.8	77.8
Sequential	0.0000973	73.6	3.33
Clock	0.0000288	51.9	26.5
critical path, cell delays in order:
cell             delay, ns
clkdlybuf4s50_1       0.45
ha_1                  0.26
fa_1                  0.41
a21o_1                0.18
a21o_4                0.24
ha_1                  0.34
fa_1                  0.54
nor3_1                0.29
nand3_1               0.11
or2_2                 0.28
mux2i_1               0.21
nand2_1               0.14
ha_1                  0.32
a211o_2               0.33
a21oi_1               0.15
a221oi_2              0.08
buf_4                 0.22
nor3_1                0.17
No activity file was given, so power comes from the tool's default toggle rates.
