==> flow/config.mk <==
export PLATFORM = sky130hd
export DESIGN_NAME = parking_lot_occupancy
export DESIGN_NICKNAME = parking_lot_occupancy
export VERILOG_FILES = /design/flow/design.v
export SDC_FILE = /design/flow/constraint.sdc
export NUM_CORES = 4
export LEC_CHECK = 1
export CORE_AREA = 10 10 70 70
export DIE_AREA = 0 0 80 80
==> flow/constraint.sdc <==
current_design parking_lot_occupancy

set clk_period 1.0
set clk_io_pct 0.2

create_clock -name clk0 -period $clk_period [get_ports {clk}]

set non_clock_inputs [all_inputs -no_clocks]
set_input_delay [expr $clk_period * $clk_io_pct] -clock clk0 $non_clock_inputs
set_output_delay [expr $clk_period * $clk_io_pct] -clock clk0 [all_outputs]
==> flow/design.v <==
module parking_lot_occupancy (
    input logic clk,
    input logic rst,
    input logic a,
    input logic b,
    output logic car_enter,
    output logic car_exit
);
  typedef enum {
    no_car,
    car_a,
    car_b
  } state_t;
  state_t current_state, next_state;
  logic [2:0] current_count, next_count;
  always_ff @(posedge clk) begin
    if (rst) begin
      current_state <= no_car;
    end else begin
      current_state <= next_state;
    end
  end
  always_ff @(posedge clk) begin
    if (rst) begin
      current_count <= 0;
    end else begin
      if (car_enter) begin
        current_count <= next_count + 1'b1;
      end else if (car_exit) begin
        current_count <= next_count - 1'b1;
      end
    end
  end
  always_comb begin
    next_state = current_state;
    car_enter  = 1'b0;
    car_exit   = 1'b0;
    next_count = current_count;
    case (current_state)
      no_car: begin
        if (a) begin
          car_enter  = 1'b1;
          next_state = car_a;
        end else begin
          next_state = no_car;
        end
      end
      car_a: begin
        if (b) begin
          next_state = car_b;
        end else if (a) begin
          next_state = car_a;
        end else begin
          next_state = no_car;
        end
      end
      car_b: begin
        if (!a && !b) begin
          car_exit   = 1'b1;
          next_state = no_car;
        end else if (b) begin
          next_state = car_b;
        end else if (a) begin
          next_state = car_a;
        end
      end
      default: next_state = no_car;
    endcase
  end
endmodule
==> flow/run.sh <==
#!/bin/bash
# OpenROAD 26Q1-2900-gdf79404cd8, Yosys 0.63+post, stock flow scripts
make -C /OpenROAD-flow-scripts/flow DESIGN_CONFIG=/design/flow/config.mk WORK_HOME=/design/flow/orfs finish
==> results.sh <==
# flow metrics
export IMPL_clock_path_buffers=2
export IMPL_cp_endpoint_kind="primary output"
export IMPL_cts_repair_timing_setup_buffer_count=0
export IMPL_drc_errors=0
export IMPL_critPathArrivalTime_ns=0.79
export IMPL_overflow=0
export IMPL_synth_stat_cells=12
export IMPL_initial_antenna_violation_count=0
export IMPL_synth_seq_area_share_pct=50.0
export IMPL_drt_wl_total_um=366
export IMPL_status="complete, no violations"
export IMPL_maxCapViolCount=0
export IMPL_clk_pin_slew_worst_paths_ns=0.04
export IMPL_pwr_density_cell_mw_per_mm2=1440
export IMPL_dr_pass1_iters=1
export IMPL_min_path_type="input port to flop"
export IMPL_ir_drop_mv=0.469
export IMPL_synth_top_cells_by_area="dfxtp_1 (50%), nor3b_1 (13%), o311ai_1 (7.3%)"
export IMPL_share_of_layout_cells_above_drive_strength_1_pct=45.5
export IMPL_min_delay_path_depth=2
export IMPL_detailedRoute_firstIterationViolations=0
export IMPL_grt_pass1_vias=123
export IMPL_flop2flop_setup_slack_ns=0.14
export IMPL_finalClockPeriodUsage_pct=98.8
export IMPL_route_antenna_remaining_nets=0
export IMPL_grt_total_usage_pct=1.25
export IMPL_numPortBuffers=5
export IMPL_dpl_cell_count=64
export IMPL_grt_setup_unrepaired="true"
export IMPL_clock_sinks=3
export IMPL_antenna_cells=0
export IMPL_timing_hold_violations_final=0
export IMPL_synth_cell_type_count=9
export IMPL_maxSlewViolCount=0
export IMPL_timing_hold_worst_start="b"
export IMPL_final_comb_area_um2=62.6
export IMPL_die_outline_width_um=80
export IMPL_biggest_cell_delay_along_the_critical_path_ns=0.31
export IMPL_largestRegisters="current_state x3"
export IMPL_synthesis_yosys_warnings=1
export IMPL_gp_congestion=0.572
export IMPL_fin_cells=68
export IMPL_worstReg2RegEnd="current_state[2]"
export IMPL_most_flop_heavy_register="current_state"
export IMPL_largest_register_ff_count=3
export IMPL_num_ports=6
export IMPL_std_cell_rows=21
export IMPL_total_number_of_h_tree_levels=1
export IMPL_route_detailed_vias_per_inst=1.71
export IMPL_critical_path_peak_fanout=2
export IMPL_yosys_stat_chipArea_um2=120
export IMPL_power_leakage_uw=0.0000980
export IMPL_lay_top_cells="clkbuf_4 (3), dfxtp_1 (2), dlygate4sd2_1 (2)"
export IMPL_pin_count_of_the_biggest_net_entering_global_routing=6
export IMPL_grt_pass1_wl_um=600
export IMPL_tritoncts="yes"
export IMPL_warning_count=27
export IMPL_coreArea_mm2=0.00342
export IMPL_final_common_cell="clkbuf_4"
export IMPL_worst_setup_path_start_kind="flop"
export IMPL_die_area_mm2=0.00640
export IMPL_flop_area_um2=61.3
export IMPL_ys_flops=3
export IMPL_timing_critical_path_cells="nor3b_2, buf_2"
export IMPL_path_class="flop to primary output"
export IMPL_syn_area_per_cell_um2=10.0
export IMPL_skew_ns=0.00299
export IMPL_reg2regPathDepth=3
export IMPL_fill_cells=410
export IMPL_clock_fmax_mhz=1010
export IMPL_worst_slew_pin_slew_ns=0.225
export IMPL_finalSetupViolations=0
export IMPL_synth_cells=12
export IMPL_cts_buffers=3
export IMPL_ctsRootBufferMaster="clkbuf_4"
export IMPL_min_delay_worst_endpoint="current_state[0]"
export IMPL_insertion_delay_ns=0.23
export IMPL_slowest_stage="dfxtp_2"
export IMPL_wl_per_cell_um=5.38
export IMPL_top_cell_area_share_pct=50.0
export IMPL_final_min_clock_period_ns=0.988
export IMPL_timing_critical_path_required_ns=0.80
export IMPL_synth_cell_area_um2=120
export IMPL_fp_dieH_um=80
export IMPL_totalNegativeSetupSlack_ns=0
export IMPL_synthDominantAreaCellType="dfxtp_1"
export IMPL_fp_util_pct=3.52
export IMPL_max_slew_margin_pct=84.8
export IMPL_detailroute_via_count=116
export IMPL_hold_ws_ns=0.429
export IMPL_worst_r2r_startpoint="current_state[0]"
export IMPL_layout_area_overhead_vs_synth_pct=119
[repair_timing]
item                                    CTS  global route
hold buffers                              0             0
resized                                  14             0
endpoints found under the setup margin    2             2
gates cloned                              0             0
[layout make-up]
type | instances | share of cell area (%)
Clock buffer | 4 | 10.0
Inverter | 1 | 1.43
Multi-Input combinational cell | 8 | 23.8
Sequential cell | 3 | 23.3
Tap cell | 46 | 21.9
Timing Repair Buffer | 6 | 19.5
[power by group]
part	internal, uW	switching [uW]
registers	128	2.46
clock network	149	54.3
logic	29.0	15.4
[worst max-delay path by stage]
stage,from,endpoint,slack [ns],depth (start not counted)
after global routing,current_state[1],car_exit,-0.04,2
after CTS,current_state[1],car_exit,-0.009,2
final,current_state[1],car_exit,0.01,2
[critical path: cells and delay by family, from the launching register on]
kind / cells / cell delay, ns
DFF: 1 / 0.31
and+or+nand+nor: 1 / 0.13
buffers and inverters: 1 / 0.12
[logic make-up after synthesis]
logic type | Yosys count | share of synthesized area (%)
DFF | 3 | 50.0
and+or+nand+nor | 7 | 39.6
AOI/OAI and AO/OA | 1 | 7.29
buffers and inverters | 1 | 3.12
[per-layer routing]
metal / vias up / routed length (um) / GRT usage (%)
met5: - / 0 / 0
met4: 0 / 0 / 0.528
met3: 0 / 36 / 1.14
met2: 6 / 140 / 1.36
met1: 49 / 189 / 1.60
li1: 61 / - / -
[Yosys cell counts]
cell type and number:
and2_2 1, and3_2 1, dfxtp_1 3, inv_1 1
nand2b_1 1, nor2_1 1, nor3b_1 2, o311ai_1 1
or2b_1 1
[metrics by stage]
step	utilization, %	power (uW)	setup slack (ns)	area (um2)
global route	7.69	414	-0.0372	263
detailed placement	6.89	176	-0.611	235
finish	7.69	378	0.0123	263
floorplan	-	145	0.292	120
CTS	7.69	392	-0.00936	263
global placement	6.89	176	-0.631	235
No activity file was given, so power comes from the tool's default toggle rates.
