[design/flow/design.v]
module early_debouncer (
    input  logic clk,
    input  logic rst,
    input  logic in,
    output logic out
);
  localparam int N = 18;
  typedef enum {
    s_zero,
    s_wait,
    s_one
  } state_t;
  state_t current_state, next_state;
  logic [N-1:0] current_count, next_count;
  logic ms_ticks;
  assign ms_tick = (current_count == 0) ? 1'b1 : 1'b0;
  assign next_count = current_count + 1;
  always_ff @(posedge clk) begin
    if (rst) begin
      current_count <= 0;
      current_state <= s_zero;
    end else begin
      current_count <= next_count;
      current_state <= next_state;
    end
  end
  always_comb begin
    next_state = current_state;
    out = 1'b0;
    case (current_state)
      s_zero: begin
        if (in) begin
          next_state = s_wait;
        end else begin
          next_state = s_zero;
        end
      end
      s_wait: begin
        out = 1'b1;
        if (ms_tick && in) begin
          next_state = s_one;
        end else begin
          next_state = s_wait;
        end
      end
      s_one: begin
        out = 1'b1;
        if (!in) begin
          next_state = s_zero;
        end else begin
          next_state = s_one;
        end
      end
      default: next_state = s_zero;
    endcase
  end
endmodule
[design/flow/run.sh]
#!/bin/bash
# OpenROAD 26Q1-2900-gdf79404cd8, Yosys 0.63+post, stock flow scripts
make -C /OpenROAD-flow-scripts/flow DESIGN_CONFIG=/design/flow/config.mk WORK_HOME=/design/flow/orfs finish
[design/flow/config.mk]
export PLATFORM = sky130hd
export DESIGN_NAME = early_debouncer
export DESIGN_NICKNAME = early_debouncer
export VERILOG_FILES = /design/flow/design.v
export SDC_FILE = /design/flow/constraint.sdc
export NUM_CORES = 4
export LEC_CHECK = 1
export CORE_AREA = 10 10 87 87
export DIE_AREA = 0 0 97 97
[design/flow/constraint.sdc]
current_design early_debouncer

set clk_period 4.1
set clk_io_pct 0.2

create_clock -name clk0 -period $clk_period [get_ports {clk}]

set non_clock_inputs [all_inputs -no_clocks]
set_input_delay [expr $clk_period * $clk_io_pct] -clock clk0 $non_clock_inputs
set_output_delay [expr $clk_period * $clk_io_pct] -clock clk0 [all_outputs]
==> summary.txt <==
From the run reports.

- The flow ran to the end, and the final reports show no timing, DRC or antenna violations.
- STA shows the worst reg2reg path with a cell count of 4.
- The post-detailed-placement half-perimeter wirelength is 1210 µm.
- Per the detail_route report, DRC violations left total 0.
- Yosys printed 2 warnings.
- The fill cell total of the finished layout reads 605.
- The clock tree has to reach 21 sinks.
- The initialized floorplan defines 27 standard-cell rows.
- The endpoint of the worst register-to-register path is current_count[17].
- The number of antenna violations at the first check in global routing was 0.
- The maximum vdd ir drop reads 0.151 mV.
- The CTS tree is done.
- In the layout the commonest cells are sky130_fd_sc_hd__dfxtp_1 (21), sky130_fd_sc_hd__nor2_1 (13), sky130_fd_sc_hd__a21oi_1 (9), sky130_fd_sc_hd__xor2_1 (9).
- Buffers inserted during clock tree synthesis total 3.
- The summed instance area of the synthesized netlist is 953 µm².
- The final-layout setup total negative slack reads 0 ns.
- The cell taking the most area after synthesis is sky130_fd_sc_hd__dfxtp_1.
- The number of distinct library cells after synthesis reads 28.
- The net switching power in the latest report is 0.0778 mW.
- The boundary pin count is 4.
- The static leakage reads 0.374 nW.
- The signed area change from the synthesized netlist to the final layout reads 15.7%.
- Total power normalized to cell area comes to 332 nW/µm².
- The antenna violation net count after detailed routing is 0.
- The chip area from the yosys synthesis statistics is 953 µm².
- The routed via count divided by cell count reads 4.01.
- The required time reported for the critical path endpoint is 3.28 ns.
- The origin of the worst min-delay path reads current_state[1].
- The via count of the first global-routing pass is 709.
- The portion of the clock cycle consumed by the worst path in the final layout reads 51.7%.
- In this run the tools logged warnings totalling 26.
- After synthesis, the cell types taking the most area are sky130_fd_sc_hd__dfxtp_1 (44%), sky130_fd_sc_hd__xor2_1 (8.3%), sky130_fd_sc_hd__nor2_1 (5.1%).
- The number of buffer cells added on primary ports is 3.
- The maximum net fanout on the critical path reads 3.
- The longest clock path from root to sink contains 2 buffers.
- In the global route stage, overall resource usage came out at 3.85%.
- The share of the core area taken by cells at floorplan is 16.9%.
- The combinational power share is 5.6%.
- The area occupied by multi-input gates reads 507 µm².
- The cell-internal power is 0.288 mW.
- The fraction of power spent switching nets is 21.3%.
- Per the repair_timing log after CTS, setup buffers inserted total 0.
- The class of the most critical setup path reads register to primary output.
- The maximum frequency from static timing analysis reads 472 MHz.
- The total iterations of the first detailed-routing run is 4.
- The routed wire length reads 1760 µm.
- The fraction of power consumed by the clock network reads 36.2%.
- The max-capacitance violation count reads 0.
- The final report lists the setup-violating endpoint count as 0.
- Averaged over all synthesized cells, the footprint is 9.17 µm².
- The final-report max-slew violation count is 0.
- The worst setup slack after placement reads 1.96 ns.
- The shortest period the worst path allows reads 2.12 ns.
- Entering global routing, the biggest net connects 22 pins.
- The post-route netlist has 8.33% of its cells at a drive strength greater than 1.
- Buffers inserted to repair hold after CTS numbered 0.
- The launching point of the worst reg2reg path is current_count[2].
- The clock latency of the later-clocked register in the worst-skew pair is 0.26 ns.
- The class of the tightest hold or removal check is register to register.
- The portion of total power attributed to sequential cells reads 58.2%.
- The worst relative slew slack is 50.6%.
- The endpoint of the worst hold path is reported as current_state[1].
- The most common logic cell in the final layout is sky130_fd_sc_hd__dfxtp_1.
- The setup slack on the worst flop-to-flop path is 2.38 ns.
- Per the OpenROAD floorplan log, the width of the die is 97 µm.
- The first-pass GRT wire length is 3200 µm.
- The sort of element at the end of the critical path reads a primary output.
- The die boundary height reads 97 µm.
- Setup repair after global routing left no endpoint under its margin.
- The CTS H-tree depth reads 1.
- The violation tally recorded at the end of detailed-routing iteration 0 is 37.
- On the final layout, the worst clock skew is 0.00272 ns.
- The routed wirelength normalized by instance count reads 9.77 µm.
- The number of gates resized after CTS reads 0.
- In the CTS report, the clock slew at the register clock pins of the worst setup and hold paths is listed as 0.07 ns.
- STA puts the critical path data arrival time at 1.30 ns.
- The share of Yosys cell area claimed by the top area cell type is 44.1%.
- The worst setup path is launched from a register.
- The cell count listed in synth_stat.txt reads 104.
- Per the synth log, the flip-flop and latch total comes to 21.
- The area of the core region is 5640 µm².
- The depth of the worst hold-timing path is 2.
- The slew of the pin with the lowest slew margin is 0.739 ns.
- Across the whole layout, storage elements account for 420 µm².
- According to the floorplan report, the total die area is 9410 µm².
- The routed layout has 721 vias.
- The post-synthesis instance total is 104.
- The setup slack of the critical path after layout reads 1.98 ns.
- The number of diodes added for antenna fixing is 0.
- The number of failing hold endpoints at the final stage is 0.
- The cell sitting at the root of the clock tree is a sky130_fd_sc_hd__clkbuf_8.
- The last weighted congestion value of the routability-driven placer reads 0.791.
- The global route total overflow reads 0.
- The proportion of synthesized chip area in sequential cells is 44.1%.
through the flow:
stage          hold slack [ns]  power [mW]  utilization [%]  cell area, µm²  instances
5_1_grt                  0.514       0.385             19.6            1100        180
3_3_place_gp             0.469       0.239             18.8            1060        176
4_1_cts                  0.487       0.373             19.6            1100        180
3_5_place_dp             0.475       0.239             18.8            1060        176
2_1_floorplan            0.448       0.229                -             953        104
6_report                 0.481       0.366             19.6            1100        180
state kept, by name (all words and copies together), names as in the netlist:
name / count
current_count: 18
current_state: 3
synthesized netlist by cell type:
master                     instances
sky130_fd_sc_hd__nand3_4           1
sky130_fd_sc_hd__a21oi_1           9
sky130_fd_sc_hd__clkbuf_1          2
sky130_fd_sc_hd__or2_2             1
sky130_fd_sc_hd__buf_4             1
sky130_fd_sc_hd__inv_1             3
sky130_fd_sc_hd__dfxtp_1          21
sky130_fd_sc_hd__or4_1             4
sky130_fd_sc_hd__o31ai_1           4
sky130_fd_sc_hd__or3_1             1
sky130_fd_sc_hd__o21bai_1          1
sky130_fd_sc_hd__nand3_1           6
sky130_fd_sc_hd__and2_2            1
sky130_fd_sc_hd__nor4b_1           2
sky130_fd_sc_hd__nor2_1           13
sky130_fd_sc_hd__xor2_1            9
sky130_fd_sc_hd__and3_1            3
sky130_fd_sc_hd__nor4_1            2
sky130_fd_sc_hd__nand2_1           4
sky130_fd_sc_hd__nor2b_1           1
sky130_fd_sc_hd__a211oi_1          1
sky130_fd_sc_hd__nand4_4           1
sky130_fd_sc_hd__ha_1              2
sky130_fd_sc_hd__nand4_1           6
sky130_fd_sc_hd__o21ai_0           2
sky130_fd_sc_hd__and4_4            1
sky130_fd_sc_hd__xnor2_1           1
sky130_fd_sc_hd__or3_2             1
critical path, cell delays in order, from the launching register on:
cell and delay, ns:
sky130_fd_sc_hd__dfxtp_1 0.32, sky130_fd_sc_hd__or2_2 0.30, sky130_fd_sc_hd__clkdlybuf4s50_1 0.42
cell type report:
cell class              count  share of cell area [%]
well taps                  72                    8.16
repair buffers              3                    2.72
flip-flops and latches     21                    38.1
clock buffers               4                    4.08
multi-input cells          77                    45.9
inverters                   3                    1.02
layer usage:
metal / vias up / track usage [%] / wire (µm)
li1: 384 / - / -
met1: 327 / 5.32 / 975
met2: 8 / 5.62 / 661
met3: 2 / 1.65 / 107
met4: 0 / 0.338 / 14
met5: - / 0 / 0
logic make-up (layout without fill, tap and decap cells):
| group | after synthesis | count (layout) | synth area share, % |
|---|---|---|---|
| AND/OR/NAND/NOR | 48 | 48 | 30.8 |
| flip-flops | 21 | 21 | 44.1 |
| buffers and inverters | 6 | 10 | 2.76 |
| adder cells (fa/ha/maj) | 2 | 2 | 2.62 |
| XOR/XNOR | 10 | 10 | 9.19 |
| AND-OR/OR-AND | 17 | 17 | 10.5 |
worst max path at each step:
stage         end  cells past startpoint  slack [ns]        startpoint
CTS           out                      2        1.94  current_state[1]
finish        out                      2        1.98  current_state[1]
global route  out                      2        1.92  current_state[1]
power groups by stage:
stage	clock network [mW]	registers, mW	logic, mW
after CTS	0.139	0.213	0.0214
final	0.133	0.213	0.0206
after global routing	0.148	0.214	0.0234
No activity file was given, so power comes from the tool's default toggle rates.
